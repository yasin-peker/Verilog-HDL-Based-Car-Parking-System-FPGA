<file path="flow/config.mk">
export PLATFORM = sky130hd
export DESIGN_NAME = Car_Parking_System
export DESIGN_NICKNAME = Car_Parking_System
export VERILOG_FILES = /design/flow/design.v
export SDC_FILE = /design/flow/constraint.sdc
export NUM_CORES = 4
export LEC_CHECK = 1
export CORE_UTILIZATION = 50
</file>
<file path="flow/constraint.sdc">
current_design Car_Parking_System

set clk_period 6.8
set clk_io_pct 0.2

create_clock -name clk0 -period $clk_period [get_ports {clk}]

set non_clock_inputs [all_inputs -no_clocks]
set_input_delay [expr $clk_period * $clk_io_pct] -clock clk0 $non_clock_inputs
set_output_delay [expr $clk_period * $clk_io_pct] -clock clk0 [all_outputs]
</file>
<file path="flow/design.v">
module Car_Parking_System(
	input clk, reset,
	input entrance_sensor, exit_sensor,
	input [1:0] password_user1, password_user2,
	output wire green_light, red_light,
	output reg [6:0] hex1, hex2
);
	parameter IDLE_STATE = 3'b000, 
				 PASSWORD_WAITING_STATE = 3'b001, 
				 WRONG_PASSWORD_STATE = 3'b010, 
				 CORRECT_PASSWORD_STATE = 3'b011,
				 WAIT_STATE = 3'b100;
	reg [2:0] current_state, next_state;
	reg [31:0] counter;
	reg green_light_tmp, red_light_tmp;
	always @(posedge clk or negedge reset)
	begin
		if(~reset)
			current_state = IDLE_STATE;
		else
			current_state = next_state;
	end
	always @(posedge clk or negedge reset)
	begin
		if(~reset)
			counter <= 0;
		else if(current_state == PASSWORD_WAITING_STATE)
			counter <= counter + 1;
		else
			counter <= 0;
	end
	always @(*)
	begin
		case(current_state)
		IDLE_STATE: 
		begin
			if (entrance_sensor == 1)
				next_state = PASSWORD_WAITING_STATE;
			else
				next_state = IDLE_STATE;
		end
		PASSWORD_WAITING_STATE:
		begin
			if (counter <= 3)
				next_state = PASSWORD_WAITING_STATE;
			else
			begin
				if((password_user1 == 2'b01) && (password_user2 == 2'b11))
					next_state = CORRECT_PASSWORD_STATE;
				else
					next_state = WRONG_PASSWORD_STATE;
			end
		end
		WRONG_PASSWORD_STATE:
		begin
			if((password_user1 == 2'b01) && (password_user2 == 2'b11))
				next_state = CORRECT_PASSWORD_STATE;
			else
				next_state = WRONG_PASSWORD_STATE;
		end
		CORRECT_PASSWORD_STATE:
		begin
			if(entrance_sensor == 1 && exit_sensor == 1)
				next_state = WAIT_STATE;
			else if(exit_sensor == 1)
				next_state = IDLE_STATE;
			else
				next_state = CORRECT_PASSWORD_STATE;
		end
		WAIT_STATE:
		begin
			if((password_user1 == 2'b01) && (password_user2 == 2'b11))
				next_state = CORRECT_PASSWORD_STATE;
			else
				next_state = WAIT_STATE;
		end
		default: next_state = IDLE_STATE;
		endcase
	end
	always @(posedge clk)
	begin
		case(current_state)
		IDLE_STATE:
		begin
			green_light_tmp = 1'b0;
			red_light_tmp = 1'b0;
			hex1 = 7'b111_1111;
			hex2 = 7'b111_1111;
		end
		PASSWORD_WAITING_STATE:
		begin
			green_light_tmp = 1'b0;
			red_light_tmp = 1'b1;
			hex1 = 7'b000_0110;
			hex2 = 7'b000_1100;
		end
		WRONG_PASSWORD_STATE:
		begin
			green_light_tmp = 1'b0;
			red_light_tmp = 1'b1;
			hex1 = 7'b110_0001;
			hex2 = 7'b100_0011;
		end
		CORRECT_PASSWORD_STATE:
		begin
			green_light_tmp = 1'b1;
			red_light_tmp = 1'b0;
			hex1 = 7'b100_0110;
			hex2 = 7'b000_1100;
		end
		WAIT_STATE:
		begin
			green_light_tmp = 1'b0;
			red_light_tmp = 1'b1;
			hex1 = 7'b001_0010;
			hex2 = 7'b000_1100;
		end
		endcase
	end
	assign green_light = green_light_tmp;
	assign red_light = red_light_tmp;
endmodule
</file>
<file path="flow/run.sh">
#!/bin/bash
# OpenROAD 26Q1-2900-gdf79404cd8, Yosys 0.63+post, stock flow scripts
make -C /OpenROAD-flow-scripts/flow DESIGN_CONFIG=/design/flow/config.mk WORK_HOME=/design/flow/orfs finish
</file>
==> metrics.csv <==
metric,value,unit
Post-synth EDFFs,11,
ys cells,230,
"Chip Area, Yosys",0.00238,sq mm
antenna-violating nets left,0,
CP Capture Type,primary output,
power per cell area,294,mW/mm^2
Leak,1.04,nW
min Tclk post-route,2480,ps
Vias per Instance,6.17,
crit path launch type,register,
Final Hold Fails,0,
Yosys warning count,1,
Port-buffer cells,23,
CP max stage delay,460,ps
ys async rst share,0.771,
Remaining DRCs,0,
hpwl dp,3110,microns
CTS tree,done,
drt wl/cell,15.2,microns
max-cap violations,0,
final WL,4530,microns
"area share, top type",0.379,
# diodes,0,
Chip Footprint,0.00504,sq mm
CP max-delay cell,clkdlybuf4s50_1,
dpl cells,290,
Syn-to-layout area delta,13.1,%
worst-path cell chain,clkdlybuf4s50_1,
initial antenna violation count,0,
distinct lib cells,38,
slew at the pin with the worst max-slew slack,470,ps
critical path class,register to primary output,
Post-Syn Area per Cell,10.3,sq um
Sum Neg Setup Slack,0,ps
Yosys top cell by area,dfrtp_1,
Core ar.,0.00447,sq mm
RePlAce Congestion,0.764,
vias in the first global route,1738,
Crit path arrival time,1120,ps
layout cell share with drive strength beyond 1,0.0813,
status,finished clean,
FILL cells,374,
Post-CTS Setup Bufs,0,
clk_skew,6.57,ps
GRT Total Usage,0.204,
RSZ-0062 raised after global routing,no,
# setup viols final,0,
Vias,1840,
Final Cycle Share,0.365,
H-tree levels,2,
GRT met2 Usage,0.318,
drt first-iter violations,110,
ys flops,48,
GR Util met3,0.0361,
First-pass DRT Iterations,19,
clk latency of the worst-skew pair,300,ps
WP buf/inv,1,
total tool warning count,26,
top-level I/O count,24,
main area contributors,"dfrtp_1 (38%), edfxtp_1 (14%), o31ai_1 (4.4%)",
die width,71.0,microns
grt peak-use layer,met1,
cts hold-fix bufs,0,
Critical Path RT,5440,ps
total grt overflow,0,
cts bufs inserted,5,
commonest cells in the netlist,"dfrtp_1 (36), a21oi_1 (19), nand2_1 (18), nor2_1 (16), o31ai_1 (14)",
CTS root buf,clkbuf_8,
hold crit path type,register to register,
num rows,24,
met1 usage in global routing,0.334,
Fmax achieved,403,MHz
most frequent cell after synthesis,dfrtp_1,
Layout Cells excl Fill,298,
first-pass GRT wire length,7800,microns
"delay-heaviest family, CP",buffers and inverters,
"Reg clk slew, reported paths",80,ps
Sinks on Clock Net,48,
fp util,0.532,
maximum vdd drop,0.167,mV
die height,71.0,microns
Synth Instances,230,
number of max-slew violations in the final report,0,
CP Max Fanout,3,
Post-Syn Area,0.00238,sq mm
Bufs on Longest Clock Path,2,
Max-slew headroom,0.687,
largest net degree at the start of global routing,38,
"Seq/Total Area, Yosys",0.529,
cts repair resizes,0,
Commonest flop,dfrtp_1,
-- layer usage --
metal	share of wire	vias to the layer above
li1	-	884
met1	0.48	897
met2	0.47	57
met3	0.052	2
met4	0.0013	0
met5	0	-
-- state kept, by name (all words and copies together), names as in the netlist --
signal	cells
red_light_tmp	1
hex2	3
green_light_tmp	1
counter	32
current_state	5
hex1	6
-- where the power goes --
part | internal, mW | switching (mW)
clock | 0.109 | 0.0926
sequential | 0.364 | 0.0316
combinational | 0.108 | 0.0862
total | 0.581 | 0.210
-- cell type report --
| type | instances | area (sq um) | share of cell area |
|---|---|---|---|
| clock inverter | 3 | 42.5 | 0.0158 |
| sequential | 48 | 1260 | 0.467 |
| inverter | 6 | 22.5 | 0.00837 |
| timing repair buffer | 25 | 245 | 0.0912 |
| multi-input combinational | 159 | 988 | 0.367 |
| clock buffer | 5 | 68.8 | 0.0256 |
| tap | 52 | 65.1 | 0.0242 |
-- cell families (layout without fill, tap and decap cells) --
family	Yosys count	in the layout	synth area share
AOI/OAI and AO/OA	42	42	0.108
xor gates and xnor gates	12	12	0.0442
adders and majority gates	1	1	0.00526
buffers and inverters	23	39	0.0558
DFF	48	48	0.529
muxes	1	1	0.00421
and+or+nand+nor	103	103	0.254
-- final timing paths --
| kind | from | end | slack, ps | cells past startpoint |
|---|---|---|---|---|
| hold reg to reg | counter[0] | counter[0] | 450 | 1 |
| min in group asynchronous | reset | counter[23] | 1480 | 2 |
| setup reg to reg | counter[0] | counter[28] | 4810 | 5 |
| max in group asynchronous | reset | current_state[0] | 4960 | 2 |
| hold / removal | counter[0] | counter[0] | 450 | 1 |
| setup / recovery | hex2[1] | hex2[6] | 4320 | 1 |
-- cells in the final DEF, fill, tap and decap left out, types with 3 or more instances in the layout --
cell type        synthesis  final
nand3_1                  9      9
and2_1                   3      3
nor4_1                   9      9
nor2_1                  16     16
or4_1                   13     13
a21oi_1                 19     19
and4_1                   3      3
or2_2                    3      3
clkbuf_8                 0      5
o31ai_1                 14     14
clkdlybuf4s50_1          0     23
nand2_1                 18     18
o21ai_0                  6      6
dfrtp_1                 36     36
xor2_1                  11     11
or3_1                    6      6
inv_1                    6      6
edfxtp_1                11     11
nand4_1                 10     10
-- metrics by stage --
stage	setup slack, ps	util	total power, mW	hold slack [ps]	area [sq um]
2_1_floorplan	4940	-	0.496	417	2380
3_3_place_gp	4460	0.576	0.591	433	2580
3_5_place_dp	4400	0.576	0.599	441	2580
4_1_cts	4300	0.601	0.803	456	2690
5_1_grt	4260	0.601	0.837	469	2690
6_report	4320	0.601	0.791	455	2690
No activity file was given, so power comes from the tool's default toggle rates.
